[./run.sh]
#!/bin/bash
# OpenROAD 26Q1-2900-gdf79404cd8, Yosys 0.63+post, stock flow scripts
make -C /OpenROAD-flow-scripts/flow DESIGN_CONFIG=/design/flow/config.mk WORK_HOME=/design/flow/orfs finish
[./config.mk]
export PLATFORM = sky130hd
export DESIGN_NAME = ledsim
export DESIGN_NICKNAME = ledsim
export VERILOG_FILES = /design/flow/design.v
export SDC_FILE = /design/flow/constraint.sdc
export NUM_CORES = 4
export LEC_CHECK = 1
export CORE_AREA = 10 10 70 70
export DIE_AREA = 0 0 80 80
[./constraint.sdc]
current_design ledsim

set clk_period 1.9
set clk_io_pct 0.2

create_clock -name clk0 -period $clk_period

set non_clock_inputs [all_inputs -no_clocks]
set_input_delay [expr $clk_period * $clk_io_pct] -clock clk0 $non_clock_inputs
set_output_delay [expr $clk_period * $clk_io_pct] -clock clk0 [all_outputs]
[./design.v]
module ledsim(data_in,data_out,enable);
  input [3:0] data_in;
  output [6:0] data_out;
  input enable;
  reg [6:0] data_out;
  always @(data_in or enable) begin
    if (enable==1)
      case (data_in)
        4'b0000: data_out=7'b0000001;
        4'b0001: data_out=7'b1001111;
        4'b0010: data_out=7'b0010010;
        4'b0011: data_out=7'b0000110;
        4'b0100: data_out=7'b1001100;
        4'b0101: data_out=7'b0100100;
        4'b0110: data_out=7'b0100000;
        4'b0111: data_out=7'b0001111;
        4'b1000: data_out=7'b0000000;
        4'b1001: data_out=7'b0001100;
        4'b1010: data_out=7'b0010000;
        4'b1011: data_out=7'b1000010;
        4'b1100: data_out=7'b1100001;
        4'b1101: data_out=7'b0000110;
        4'b1110: data_out=7'b1100000;
        4'b1111: data_out=7'b1110000;
        default: data_out=7'bxxxxxxx;
      endcase
    else
      data_out=7'b0000000;
  end
endmodule
==> summary.rpt <==
==== FLOW RESULTS ====
----------------------------------------------------
[Cells and area]
  Share of cells above drive strength 1 ........................ about two fifths
  Number of clock-tree buffers in the layout ........................ 0
  Final core utilization ........................ approximately 15%
  Area delta synth->final ........................ 77.3%
  Sequential cell count ........................ 0
  Sequential cell area ........................ 0 um^2
  Number of fill cells ........................ approximately 400

[STA]
  Number of hold violations in the final report ........................ 0
  Max-slew violation count ........................ 0
  Ratio of final minimum period to clock period ........................ 98.2%
  Unrepaired setup endpoints after global routing ........................ true
  Highest Clock Rate ........................ between 500 and 600 MHz
  Final setup vio count ........................ 0
  Crit path time final ........................ about 1.9 ns
  Tightest Pin Transition ........................ just under 0.3 ns
  Headroom to the max-slew limit ........................ approximately 80%
  Setup TNS ........................ 0 ns

[Die]
  Chip area ........................ 0.00640 mm^2
  Ports placed on the boundary ........................ 12
  Height of the die ........................ 80 um
  Num rows ........................ 21
  Die Wd ........................ approximately 80 um
  CORE AREA ........................ between 0.003 and 0.004 mm^2
  FP Util ........................ ~8.4%

[Drt]
  # diodes ........................ 0
  DRC viols ........................ 0
  Vias after detailed routing ........................ between 300 and 400
  Wire length after detailed routing ........................ ~800 um
  Number of design-rule violations left by the first detailed-router iteration ........................ 9
  WL per Instance ........................ roughly 8.0 um
  Vias per inst ........................ 3.05
  Post-detailed-route count of antenna-violating nets ........................ 0
  Detailed-router iteration count before antenna repair ........................ 4

[Global route]
  Largest net degree at the start of global routing ........................ 9
  Number of antenna violations at the first check in global routing ........................ 0
  Vias in the first global route ........................ 313
  All-Layer GR Usage ........................ 2.33%
  First-pass GRT wire length ........................ 1310 um
  Overflow left after global routing ........................ 0

[Critical path]
  Nature of the critical path endpoint ........................ primary output
  Cells traversed along the worst timing path ........................ dlygate4sd2_1 -> buf_4 -> ha_2 -> and2b_1 -> a21oi_2 -> o32ai_2 -> clkdlybuf4s15_1
  Crit path max-delay cell type ........................ dlygate4sd2_1
  Crit path DRT ........................ around 1.5 ns
  Crit path largest cell delay ........................ approximately 0.24 ns
  Crit path kind ........................ primary input to primary output
  Crit path launch type ........................ primary input
  Critical Path Fanout Max ........................ 2
  Data arrival time of the critical path ........................ about 1.5 ns

[Placement]
  Hpwl dp ........................ 723 um
  Port buffer count ........................ 12
  Routability cong. ........................ around 0.82

[Power and ir drop]
  Pwr dens ........................ roughly 160 mW/mm^2
  Cell leakage power ........................ 0.227 nW
  Largest voltage drop on the vdd net ........................ approximately 0.025 mV

[Outcome]
  Run status ........................ finished clean

[Logic synthesis]
  Syn Std Cell Area ........................ between 200 and 300 um^2
  Sequential fraction of the synthesis area ........................ 0%
  Cells after Synth ........................ 36
  Mean post-synth cell area ........................ slightly below 8 um^2
  Count of synthesis-stage warnings from yosys ........................ 1
  Chip area in the Yosys report ........................ between 200 and 300 um^2
  Cell total in the yosys stat output ........................ 36
  Distinct cells, synth ........................ 20

[Run]
  Max cap viols ........................ 0
  Log Warnings ........................ 39

[Hold path]
  Type of the most critical hold path ........................ primary input to primary output
  Min-Delay Startpoint ........................ data_in[0]
  WHS Endpoint ........................ data_out[2]
  Number of cells on the worst hold path ........................ 5

[Clocking]
  Post-CTS setup buffers ........................ 0

----------------------------------------------------
## how the worst max path moves through the flow
stage         startpoint     endpoint
finish        data_in[1]  data_out[0]
global route  data_in[1]  data_out[0]
CTS           data_in[1]  data_out[3]
## synth_stat cells (all sizes together)
| cell type | n | area share [%] |
|---|---|---|
| mux2i | 3 | 10 |
| inv | 3 | 3.9 |
| a21boi | 1 | 2.6 |
| buf | 2 | 5.7 |
| o22ai | 2 | 4.4 |
| o32ai | 1 | 5.7 |
| o21ai | 2 | 3.5 |
| a211oi | 1 | 4.4 |
| nor2 | 2 | 2.6 |
| nand3 | 2 | 3.5 |
| nand2b | 3 | 9.2 |
| nor2b | 1 | 2.2 |
| nand2 | 2 | 3.5 |
| ha | 7 | 31 |
| and2b | 1 | 2.6 |
| a21oi | 3 | 5.2 |
## layer usage
metal / wire length [um] / share of wire (%) / GRT usage, %
met5: 0 / 0 / 0
met4: 0 / 0 / 0
met3: 30 / 3.7 / 0.114
met2: 421 / 52 / 4.82
met1: 350 / 44 / 2.64
## power breakdown
| group | switching [mW] | internal (mW) | total, mW |
|---|---|---|---|
| Clock | 0 | 0 | 0 |
| Sequential | 0 | 0 | 0 |
| Combinational | 0.0365 | 0.0450 | 0.0815 |
## layout make-up
| type | count | area [um^2] | area share [%] |
|---|---|---|---|
| Inverter | 3 | 11.3 | 2.22 |
| Multi-Input combinational cell | 31 | 277 | 54.4 |
| Tap cell | 46 | 57.6 | 11.3 |
| Timing Repair Buffer | 20 | 163 | 32.0 |
## critical path: cells and delay by family
| kind | cells | cell delay (ns) |
|---|---|---|
| compound gates | 2 | 0.20 |
| simple gates | 1 | 0.18 |
| fa+ha+maj | 1 | 0.16 |
| buf+inv | 3 | 0.55 |
## cell usage in the layout (no fill, tap or decap), types with 2 or more instances in the layout
cell type | netlist | routed
a21oi_2 | 0 | 2
buf_4 | 0 | 7
clkbuf_2 | 0 | 2
clkdlybuf4s15_1 | 0 | 4
dlygate4sd2_1 | 0 | 5
ha_1 | 7 | 4
ha_2 | 0 | 3
inv_1 | 3 | 3
mux2i_1 | 3 | 3
nand2b_1 | 2 | 2
nand3_1 | 2 | 2
o22ai_1 | 2 | 2
## metrics by stage
stage	std cells	worst slack [ns]	hold slack [ns]	power [mW]	instance area [um^2]
final	100	0.0337	1.23	0.0815	508
after global routing	100	-0.0473	1.31	0.0906	508
after CTS	100	0.00719	1.36	0.0824	510
after detailed placement	100	-0.616	1.91	0.0875	508
after global placement	100	-0.548	1.90	0.0865	508
after floorplan	36	0.498	0.813	0.0386	287
## timing repair
action / 4_1_cts / 5_1_grt
endpoints found under the setup margin: 7 / 5
pin swaps: 7 / 3
hold buffers: 0 / 0
gates resized: 24 / 5
## logic make-up after synthesis
kind of cell,after synthesis,synth area share (%)
adders and majority gates,7,30.6
muxes,3,10.5
buffers and inverters,5,9.60
AOI/OAI and AO/OA,10,25.8
and+or+nand+nor,11,23.6
Power is estimated from default activity; no workload was simulated.
