==> design.v <==
module counter(clk,cnt);
  input clk;
  output reg[7:0]cnt=8'b0;
  always @(posedge clk) begin
    cnt<=cnt+1;
  end
endmodule
module clock_div(clk,clk_sys);
    input clk;
    output clk_sys;
    reg clk_sys =0;
    reg[25:0] div_counter = 0;
    always @(posedge clk) begin
        if (div_counter > 50000000) begin
            clk_sys <= ~clk_sys;
            div_counter <= 0;
        end
        else begin
            div_counter <= div_counter+1;
        end
    end
endmodule
module ctc(clk,reset,count );
    input clk,reset;
    output reg[2:0] count;
    always @(posedge clk or negedge reset) begin
        if (reset == 0) begin
            count =0;
        end
        else begin
            if (count == 0)
                count =7;
            else begin
                count =count-1;
            end
        end
    end
endmodule
module s_74ls138(Y0, Y1, Y2, Y3, Y4, Y5, Y6, Y7, A0, A1, A2, Enable);
    input A0,A1,A2,Enable;
    output reg Y0,Y1,Y2,Y3,Y4,Y5,Y6,Y7;
    always @(A0  or A1 or A2 or Enable) begin
        if(!Enable)
            {Y7,Y6,Y5,Y4,Y3,Y2,Y1,Y0} <= 8'b0000_0000;
        else begin
            case ({A2,A1,A0})
                3'b000 : {Y7,Y6,Y5,Y4,Y3,Y2,Y1,Y0} <= 8'b0000_0001;
                3'b001 : {Y7,Y6,Y5,Y4,Y3,Y2,Y1,Y0} <= 8'b0000_0010;
                3'b010 : {Y7,Y6,Y5,Y4,Y3,Y2,Y1,Y0} <= 8'b0000_0100;
                3'b011 : {Y7,Y6,Y5,Y4,Y3,Y2,Y1,Y0} <= 8'b0000_1000;
                3'b100 : {Y7,Y6,Y5,Y4,Y3,Y2,Y1,Y0} <= 8'b0001_0000;
                3'b101 : {Y7,Y6,Y5,Y4,Y3,Y2,Y1,Y0} <= 8'b0010_0000;
                3'b110 : {Y7,Y6,Y5,Y4,Y3,Y2,Y1,Y0} <= 8'b0100_0000;
                3'b111 : {Y7,Y6,Y5,Y4,Y3,Y2,Y1,Y0} <= 8'b1000_0000;
                default : {Y7,Y6,Y5,Y4,Y3,Y2,Y1,Y0} <= 8'b0000_0000;
            endcase
        end
    end
endmodule
module led_light(clock,reset,y0,y1,y2,y3,y4,y5,y6,y7 );
    input clock,reset;
    output y0,y1,y2,y3,y4,y5,y6,y7;
    wire clk_sys;
    wire[2:0] count;
    clock_div u0(.clk(clock),.clk_sys(clk_sys));
    s_74ls138 u1(.A0(count[0]),.A1(count[1]),.A2(count[2]),.Enable(reset),.Y0(y0),.Y1(y1),.Y2(y2),.Y3(y3),.Y4(y4),.Y5(y5),.Y6(y6),.Y7(y7));
    ctc u2(.clk(clk_sys),.reset(reset),.count(count));
endmodule
module convert(adc,bcd);
    input [15:0] adc;
    output [15:0] bcd;
    reg [15:0] t1;
    reg [15:0] t2;
    reg [15:0] t3;
    reg [15:0] t4;
    always
    begin
     t1=adc/128;
     t2<=t1/10;
     t3[15:12]=t2[3:0];
     t2=t1%10;
     t3[11:8]=t2[3:0];
     t4[7:0]<=adc[7:0]/10;
     t3[7:4]=t4[3:0];
     t4=adc[7:0]%10;
     t3[3:0]=t4[3:0];
    end
    assign bcd=t3;
endmodule
module temp_sensor(clk,rst_n,scl,sda,read_data,read_data1);
input clk,rst_n;
output scl;
inout sda;
output [7:0] read_data;
output [7:0] read_data1;
reg scl;
reg clk_out;
reg [32:0] counter;
always@(posedge clk)
begin
	if(counter == 99)
		begin
			clk_out <= ~clk_out;
			counter<=1'b0;
		end
	else counter <= counter + 1;
end
always@(posedge clk_out)
	scl <= ~scl;
parameter  ready = 4'd0;
parameter  idle  = 4'd1;
parameter  start  = 4'd2;
parameter  add1  = 4'd3;
parameter  add2  = 4'd4;
parameter  idle1  = 4'd5;
parameter  wait1 = 4'd6;
parameter  add3  = 4'd7;
parameter  add4  = 4'd8;
parameter  add5 = 4'd9;
parameter  stop  = 4'd10;
parameter  stop1 = 4'd11;
reg[3:0] state;  
reg sda_r;   
reg sda_link;  
reg [3:0] num;  
reg [7:0] mid_buf;
reg [7:0] read_data;
reg [7:0] read_data1;
reg [31:0] counter1;
always @ (negedge clk_out or negedge rst_n)
begin
	if(!rst_n)
	begin
		sda_r <= 1'b1;
		sda_link <= 1'b0;
		state <= ready;
		num <= 4'd0;
		read_data <= 8'b0000_0000;
		read_data1 <= 8'b0000_0000;
		mid_buf <= 8'b0000_0000;
		counter1 <= 32'd0;
	end
	else
		case (state)
			ready:
				if(counter1==32'd159999)
					begin
						state <=idle;
						counter1 <= 32'd0;
						sda_link <= 1'b0;
					end
				else
					begin
						counter1 <= counter1 + 1'd1;
						state <= ready;
					end
			idle:
				begin
					sda_link <= 1'b1;
					state <= start;mid_buf <= 8'b10010111;
				end
			start:
				if(scl)
					begin
						sda_r <= 1'b0;
						state <= add1;
					end
				else
					state <= start;
			add1:
				begin
					if(!scl)
						begin
							if(num == 4'd8)
							begin
							num <= 4'd0;
							sda_link <= 1'b0;
							state <= add2;
							end
						     else
									begin
									   state <= add1;
									    num <= num+1'd1;
									case (num)
									4'd0: sda_r <= mid_buf[7];
									4'd1: sda_r <= mid_buf[6];
									4'd2: sda_r <= mid_buf[5];
									4'd3: sda_r <= mid_buf[4];
									4'd4: sda_r <= mid_buf[3];
									4'd5: sda_r <= mid_buf[2];
									4'd6: sda_r <= mid_buf[1];
									4'd7: sda_r <= mid_buf[0];
									default:  ;
									endcase
									end
							end
				     else state <= add1;
					end
				add2:begin state <= add4;end
					add4:begin
							if(num<=4'd7)
								begin
									state <= add4;
									if(scl)
									begin
									num <= num+1'd1;
									 case (num)
									 4'd0: read_data[7] <= sda;
									 4'd1: read_data[6] <= sda;
									 4'd2: read_data[5] <= sda;
									 4'd3: read_data[4] <= sda;
									 4'd4: read_data[3] <= sda;
									 4'd5: read_data[2] <= sda;
									 4'd6: read_data[1] <= sda;
									 4'd7: read_data[0] <= sda;
									 default:  ;
									endcase
									end
								end
							else if((!scl) && (num==4'd8))
								begin
								num <= 4'd0;
								sda_r <= 1'b0;
								state <= add3;
								sda_link <= 1'b1;
								end
							else begin state <= add4;end
						end
					add3:begin state <= add5;end
					add5:begin
							if(num<=4'd7)
								begin
									state <= add5;
									sda_link <= 1'b0;
									if(scl)
									begin
									num <= num+1'd1;
									 case (num)
									 4'd0: read_data1[7] <= sda;
									 4'd1: read_data1[6] <= sda;
									 4'd2: read_data1[5] <= sda;
									 4'd3: read_data1[4] <= sda;
									 4'd4: read_data1[3] <= sda;
									 4'd5: read_data1[2] <= sda;
									 4'd6: read_data1[1] <= sda;
									 4'd7: read_data1[0] <= sda;
									 default:  ;
									endcase
									end
								end
							else if((!scl) && (num==4'd8))
								begin
								num <= 4'd0;
								state <= wait1;
								sda_r <= 1'b1;
						      sda_link <= 1'b1;
								end
							else state <= add5;
						end
						wait1:state <=stop;
					stop: if(!scl) begin sda_r <= 1'b0;state <= stop1;end
							else state <= stop;
					stop1:if(scl)begin sda_r <= 1'b1;state <= ready;end
			endcase
end
assign sda = sda_link ? sda_r:1'bz;
endmodule
module temp(clk, sda,scl,out_led,arrange);
    input clk;
    inout sda;
    output scl;
    output [7:0] out_led;
    output [7:0] arrange;
    wire [15:0] adc;
    wire [15:0] in_num;
    temp_sensor ts(clk, 1, scl, sda, adc[15:8], adc[7:0]);
    convert bc(adc, in_num);
    num_top nt(clk,in_num,out_led,arrange);
endmodule
`timescale 1ns/1ps
module num(c_digit, in_num, out_led, arrange);
    input [1:0] c_digit;
    input [15:0] in_num;
    output reg [7:0] out_led;
    output reg [7:0] arrange;
    reg [3:0] temp;
    always@(c_digit)
        case(c_digit)
            2'b00:
            begin
                temp <= in_num[3:0];
                arrange <= 8'b1111_1110;
                out_led[0] <= 1;
            end
            2'b01:
            begin
                temp <= in_num[7:4];
                arrange <= 8'b1111_1101;
                out_led[0] <= 1;
            end
            2'b10:
            begin
                temp <= in_num[11:8];
                arrange <= 8'b1111_1011;
                out_led[0] <= 0;
            end
            2'b11:
            begin
                temp <= in_num[15:12];
                arrange <= 8'b1111_0111;
                out_led[0] <= 1;
            end
            default:
            begin
                temp <= 4'bxxxx;
                arrange <= 4'b1111;
                out_led[0] <= 1;
            end
        endcase
    always @(temp)
        case(temp)
            4'b0000: out_led[7:1] <= 7'b0000_001;
            4'b0001: out_led[7:1] <= 7'b1001_111;
            4'b0010: out_led[7:1] <= 7'b0010_010;
            4'b0011: out_led[7:1] <= 7'b0000_110;
            4'b0100: out_led[7:1] <= 7'b1001_100;
            4'b0101: out_led[7:1] <= 7'b0100_100;
            4'b0110: out_led[7:1] <= 7'b0100_000;
            4'b0111: out_led[7:1] <= 7'b0001_111;
            4'b1000: out_led[7:1] <= 7'b0000_000;
            4'b1001: out_led[7:1] <= 7'b0001_100;
            default: out_led[7:1] <= 7'bxxxx_xxx;
        endcase
endmodule
module num_top(clk,in_num,out_led,arrange);
    input clk;
    input [15:0] in_num;
    wire [1:0] count;
    output [7:0] out_led;
    output [7:0] arrange;
    clock_div ucd(clk, sclk);
    counter uc(sclk,count);
    num un(count, in_num, out_led, arrange);
endmodule
==> run.sh <==
#!/bin/bash
# OpenROAD 26Q1-2900-gdf79404cd8, Yosys 0.63+post, stock flow scripts
make -C /OpenROAD-flow-scripts/flow DESIGN_CONFIG=/design/flow/config.mk WORK_HOME=/design/flow/orfs finish
==> config.mk <==
export PLATFORM = sky130hd
export DESIGN_NAME = temp
export DESIGN_NICKNAME = temp
export VERILOG_FILES = /design/flow/design.v
export SDC_FILE = /design/flow/constraint.sdc
export NUM_CORES = 4
export LEC_CHECK = 1
export CORE_UTILIZATION = 50
==> constraint.sdc <==
current_design temp

set clk_period 5.8
set clk_io_pct 0.2

create_clock -name clk0 -period $clk_period [get_ports {clk}]

set non_clock_inputs [all_inputs -no_clocks]
set_input_delay [expr $clk_period * $clk_io_pct] -clock clk0 $non_clock_inputs
set_output_delay [expr $clk_period * $clk_io_pct] -clock clk0 [all_outputs]
==> reports/qor.tcl <==
set qor(run_status) {finished, final reports clean}
set qor(grt_first_pass_wirelength_mm) 22.8
set qor(depth_of_the_cts_h_tree) 3
set qor(synth.yosys.seq_area_share_pct) 44.4
set qor(top_level_ports) 19
set qor(fin_skew_ns) 0.00778
set qor(totalNegativeSetupSlack_ns) 0
set qor(max-slew-margin-rel_pct) 43.2
set qor(flow.area_growth_from_synthesis_pct) 9.24
set qor(worst_setup_path_start_kind) {flip-flop}
set qor(report.final.setup_viol) 0
set qor(holdBufCountCts) 0
set qor(startpoint_of_the_worst_slack_reg_to_reg_timing_path) {nt.ucd.div_counter[0]$_SDFF_PN0_}
set qor(hold_path_startpoint) {ts.counter[32]$_SDFF_PN0_}
set qor(dpl.hpwl_mm) 9.44
set qor(cts_resized) 0
set qor(syn-mean-instance-area_um2) 9.19
set qor(synth_cells) 763
set qor(power_density_nw_per_um2) 147
set qor(synth_warnings) 9
set qor(grt_start_max_net_pins) 65
set qor(top_layer) {met4}
set qor(buffer_type_at_the_clock_tree_root) {sky130_fd_sc_hd__clkbuf_16}
set qor(synth_async_sr_flop_share_pct) 0
set qor(power.share.combinational_pct) 0
set qor(edf_count) 55
set qor(drt.antenna.violating_nets) 0
set qor(path_class) {flip-flop to flip-flop}
set qor(cts-buffers-inserted) 9
set qor(synth_area_um2) 7010
set qor(power.internal_w) 0.000941
set qor(count_of_endpoints_without_a_timing_constraint) 134
set qor(unclocked_regs) 67
set qor(hold-worst-slack_ns) 0.453
set qor(yosys_cell_count) 763
set qor(final_cells) 951
set qor(gp_routability_congestion) 0.886
set qor(grt_remaining_overflow) 0
set qor(remaining_drcs) 0
set qor(crit_path_max_fanout) 15
set qor(dpl-instance-area_um2) 7260
set qor(wl_met2_mm) 5.89
set qor(worst_setup_hold_path_clk_slew_ns) 0.05
set qor(tool_warnings) 33
set qor(clkLatencyLatePin_ns) 0.33
set qor(cts.repair_timing.setup_buffer_count) 0
set qor(post-synth-top-area-cell) {sky130_fd_sc_hd__edfxtp_1}
set qor(fp.coreArea_um2) 13500
set qor(die_area_um2) 14500
set qor(dr.pass1.iters) 5
set qor(share_of_cells_above_drive_strength_1_pct) 5.42
set qor(synth.yosys.chip_area_um2) 7010
set qor(worst_ir_drop_vdd_mv) 0.369
set qor(numSynthFlops) 128
set qor(final_min_period_over_clock_period_pct) 43.7
set qor(yosys-top-cells-count) {sky130_fd_sc_hd__nor2_1 (105), sky130_fd_sc_hd__nand2_1 (76), sky130_fd_sc_hd__dfxtp_1 (73), sky130_fd_sc_hd__xnor2_1 (58), sky130_fd_sc_hd__edfxtp_1 (55)}
set qor(tritoncts) {done}
set qor(wirelength_mm) 13.1
set qor(worst_setup_path_end_kind) {flip-flop}
set qor(place_inst) 935
set qor(final_area_um2) 7660
set qor(clock.fmax_mhz) 394
set qor(drt-wirelength-per-cell_um) 13.8
set qor(maxSlewViolCount) 0
set qor(antennaDiodeCount) 0
set qor(seqPwrFrac_pct) 37.7
set qor(timing.critical_path.arrival_ns) 2.56
set qor(timing_worst_slew_pin_value_ns) 0.828
set qor(initial_antenna_violation_count) 0
set qor(port_buffers) 13
set qor(core.rowCount) 42
set qor(dr.first_iter.drc_count) 423
set qor(switching_power_w) 0.000183
set qor(synth_dominant_cell_count) {sky130_fd_sc_hd__nor2_1}
set qor(yosysTopAreaCellShare_pct) 23.6
set qor(track_usage_pct) 19.7
set qor(dieHeight_um) 120
set qor(clkPwrFrac_pct) 62.3
set qor(route.layer.met1.wl_mm) 6.63
set qor(cap_violations) 0
set qor(cellLeakagePower_nw) 2.76
set qor(met3RoutedLength_um) 470
set qor(final_hold_viol_count) 0
set qor(clk_path_buf_depth) 2
set qor(floorplan.die.width_um) 120
set qor(synth_cell_types) 80
set qor(num_vias) 5304
set qor(vias_in_the_first_global_route) 4852
set qor(yosys_most_used_dff) {sky130_fd_sc_hd__dfxtp_1}
set qor(hold_path.class) {flip-flop to flip-flop}
set qor(viasPerCell) 5.58
set qor(sw_share_pct) 16.3
set qor(timing.critical_path.from) {nt.ucd.div_counter[0]$_SDFF_PN0_}
set qor(final_period_minus_worst_setup_slack_ns) 2.54
set qor(grt_setup_unrepaired) {no}
set qor(critical_path_required_ns) 5.83
set qor(area_leaders) {sky130_fd_sc_hd__edfxtp_1 (24%), sky130_fd_sc_hd__dfxtp_1 (21%), sky130_fd_sc_hd__xnor2_1 (7.2%)}
set qor(fp-utilization_pct) 52.1
==> routing by layer <==
layer / track usage [%] / vias up
met5: 0 / -
met4: 2.31 / 0
met3: 2.46 / 13
met2: 29.2 / 110
met1: 33.6 / 2454
li1: - / 2727
==> state kept, by name, summed over array words and instances (netlist names) <==
register / cells
nt.ucd.clk_sys: 1
sda: 1
ts.clk_out: 1
ts.state: 11
ts.scl: 1
ts.read_data: 8
nt.ucd.div_counter: 26
ts.counter1: 32
ts.num: 4
ts.counter: 33
ts.read_data1: 8
nt.uc.cnt: 2
==> power groups by stage <==
stage / registers [W] / logic (W) / clock network, W
finish: 0.000423 / 0.0000000443 / 0.000700
CTS: 0.000423 / 0.0000000653 / 0.000710
global route: 0.000423 / 0.000000250 / 0.000728
==> final cells by class <==
| cell class | instances | area (um^2) |
|---|---|---|
| Inverter | 28 | 105 |
| Multi-Input combinational cell | 584 | 3650 |
| Sequential cell | 128 | 3110 |
| Timing Repair Buffer | 19 | 175 |
| Fill cell | 1163 | 5790 |
| Tap cell | 176 | 220 |
| Clock inverter | 6 | 158 |
| Clock buffer | 10 | 239 |
==> cells by family after synthesis <==
logic type,after synthesis,synth area share (%)
buf+inv,54,3.71
compound gates,116,12.1
fa+ha+maj,16,2.86
xor+xnor,87,10.9
simple gates,353,24.9
mux,8,1.14
flops,128,44.4
other cells,1,0.0535
==> worst max-delay path, stage by stage (launching register included) <==
cell	delay (ns)
sky130_fd_sc_hd__dfxtp_1	0.37
sky130_fd_sc_hd__inv_1	0.06
sky130_fd_sc_hd__ha_1	0.18
sky130_fd_sc_hd__or4b_2	0.20
sky130_fd_sc_hd__o31ai_1	0.06
sky130_fd_sc_hd__a21oi_1	0.14
sky130_fd_sc_hd__o21ai_0	0.08
sky130_fd_sc_hd__nand2b_1	0.08
sky130_fd_sc_hd__a31oi_1	0.07
sky130_fd_sc_hd__nor2b_1	0.66
sky130_fd_sc_hd__buf_4	0.33
==> cell usage in the layout, fill, tap and decap left out, drive strengths merged, types with 15 or more instances in the layout <==
cell type / instances
dfxtp: 73
nor3: 20
and3: 23
edfxtp: 55
nand3: 44
nor4: 15
inv: 28
o21ai: 20
a21oi: 23
nand4: 21
nor2: 106
nand2: 76
ha: 16
xor2: 29
xnor2: 58
==> stage by stage <==
stage / setup slack, ns / total power [W] / utilization [%]
after global placement: 3.31 / 0.000432 / 54.0
after global routing: 3.00 / 0.00115 / 56.9
after CTS: 3.23 / 0.00113 / 56.9
final: 3.26 / 0.00112 / 56.9
after detailed placement: 3.22 / 0.000432 / 54.0
after floorplan: 3.42 / 0.000434 / -
==> final timing paths <==
path,cells after the start,slack (ns),to
worst max register to register,10,3.26,nt.ucd.clk_sys$_DFFE_PN_
worst max-delay path,10,3.26,nt.ucd.clk_sys$_DFFE_PN_
worst min-delay path,1,0.45,ts.counter[32]$_SDFF_PN0_
worst min register to register,1,0.45,ts.counter[32]$_SDFF_PN0_
Power figures rest on the tool's default switching activity, not on a simulated workload.
