`flow/config.mk`:
```
export PLATFORM = sky130hd
export DESIGN_NAME = led_light
export DESIGN_NICKNAME = led_light
export VERILOG_FILES = /design/flow/design.v
export SDC_FILE = /design/flow/constraint.sdc
export NUM_CORES = 4
export LEC_CHECK = 1
export CORE_AREA = 10 10 95 95
export DIE_AREA = 0 0 105 105
```
`flow/constraint.sdc`:
```
current_design led_light

set clk_period 3.0
set clk_io_pct 0.2

create_clock -name clk0 -period $clk_period [get_ports {clock}]

set non_clock_inputs [all_inputs -no_clocks]
set_input_delay [expr $clk_period * $clk_io_pct] -clock clk0 $non_clock_inputs
set_output_delay [expr $clk_period * $clk_io_pct] -clock clk0 [all_outputs]
```
`flow/design.v`:
```
module clock_div(clk,clk_sys);
    input clk;
    output clk_sys;
    reg clk_sys =0;
    reg[25:0] div_counter = 0;
    always @(posedge clk) begin
        if (div_counter > 50000000) begin
            clk_sys <= ~clk_sys;
            div_counter <= 0;
        end
        else begin
            div_counter <= div_counter+1;
        end
    end
endmodule
module ctc(clk,reset,count );
    input clk,reset;
    output reg[2:0] count;
    always @(posedge clk or negedge reset) begin
        if (reset == 0) begin
            count =0;
        end
        else begin
            if (count == 0)
                count =7;
            else begin
                count =count-1;
            end
        end
    end
endmodule
module s_74ls138(Y0, Y1, Y2, Y3, Y4, Y5, Y6, Y7, A0, A1, A2, Enable);
    input A0,A1,A2,Enable;
    output reg Y0,Y1,Y2,Y3,Y4,Y5,Y6,Y7;
    always @(A0  or A1 or A2 or Enable) begin
        if(!Enable)
            {Y7,Y6,Y5,Y4,Y3,Y2,Y1,Y0} <= 8'b0000_0000;
        else begin
            case ({A2,A1,A0})
                3'b000 : {Y7,Y6,Y5,Y4,Y3,Y2,Y1,Y0} <= 8'b0000_0001;
                3'b001 : {Y7,Y6,Y5,Y4,Y3,Y2,Y1,Y0} <= 8'b0000_0010;
                3'b010 : {Y7,Y6,Y5,Y4,Y3,Y2,Y1,Y0} <= 8'b0000_0100;
                3'b011 : {Y7,Y6,Y5,Y4,Y3,Y2,Y1,Y0} <= 8'b0000_1000;
                3'b100 : {Y7,Y6,Y5,Y4,Y3,Y2,Y1,Y0} <= 8'b0001_0000;
                3'b101 : {Y7,Y6,Y5,Y4,Y3,Y2,Y1,Y0} <= 8'b0010_0000;
                3'b110 : {Y7,Y6,Y5,Y4,Y3,Y2,Y1,Y0} <= 8'b0100_0000;
                3'b111 : {Y7,Y6,Y5,Y4,Y3,Y2,Y1,Y0} <= 8'b1000_0000;
                default : {Y7,Y6,Y5,Y4,Y3,Y2,Y1,Y0} <= 8'b0000_0000;
            endcase
        end
    end
endmodule
module led_light(clock,reset,y0,y1,y2,y3,y4,y5,y6,y7 );
    input clock,reset;
    output y0,y1,y2,y3,y4,y5,y6,y7;
    wire clk_sys;
    wire[2:0] count;
    clock_div u0(.clk(clock),.clk_sys(clk_sys));
    s_74ls138 u1(.A0(count[0]),.A1(count[1]),.A2(count[2]),.Enable(reset),.Y0(y0),.Y1(y1),.Y2(y2),.Y3(y3),.Y4(y4),.Y5(y5),.Y6(y6),.Y7(y7));
    ctc u2(.clk(clk_sys),.reset(reset),.count(count));
endmodule
```
`flow/run.sh`:
```
#!/bin/bash
# OpenROAD 26Q1-2900-gdf79404cd8, Yosys 0.63+post, stock flow scripts
make -C /OpenROAD-flow-scripts/flow DESIGN_CONFIG=/design/flow/config.mk WORK_HOME=/design/flow/orfs finish
```
==> impl_metrics.tcl <==
# metrics dict for downstream scripts
set metrics [dict create \
    clock_latency_ns 0.27 \
    r2r-end "u0.div_counter[22]" \
    slew_violations 0 \
    initialDrtViolationCount 113 \
    final_cell_mix "dfxtp_1, a21oi_1, a22oi_1" \
    clockBufferDepth 2 \
    htreeDepth 1 \
    p_total_uw 569.3 \
    wl_per_cell_um 11.12 \
    numCtsBuffers 3 \
    fp_util_pct 23.15 \
    tightest_slew_ns 0.5473 \
    grt_pass1_vias 1205 \
    power.leakage_uw 0.0007392 \
    path_clk_slew_ns 0.09 \
    arrival_ns 2.06 \
    rrSetupSlack_ns 0.64 \
    dieHeight_um 105 \
    cts-hold-fix-buffers 0 \
    synth_cell_types 34 \
    worst-setup-path-type "input pin to output port" \
    period_used_pct 88.50 \
    grt_usage_pct 5.676 \
    finalWirelength_um 3103 \
    fillers 752 \
    comb_power_share_pct 0.9 \
    max-slew-margin-rel_pct 63.52 \
    numPortBuffers 9 \
    dr.pass1.iters 4 \
    swShare_pct 19.59 \
    hold_path_end "u0.div_counter[0]" \
    rsz0062_at_grt "no" \
    grt_first_pass_wirelength_um 5658 \
    unclocked_pins 3 \
    status "complete, no violations" \
    grt_overflow_total 0 \
    grt_start_max_net_pins 21 \
    p_per_area_mw_per_mm2 313.0 \
    drt_drc_violations_left 0 \
    hold_violations 0 \
    dpl.hpwl_um 2190 \
    antenna_cells 0 \
    rows 30 \
    whs_path_depth 1 \
    min-delay-start "u0.div_counter[0]" \
    die-area_mm2 0.01103 \
    clkPwrFrac_pct 35.9 \
    ys_cells 177 \
    yosys_warnings 3 \
    cts_tree "built" \
    finalClockSkew_ns 0.004372 \
    gp_congestion 0.8257 \
    endpoint_kind "output port" \
    syn_inst 177 \
    die_w_um 105 \
    area_growth_pct 13.77 \
    post-route-min-period_ns 2.655 \
    antenna_found_initial 0 \
    coreArea_mm2 0.006907 \
    power_frac_seq_pct 63.2 \
    io_pins 10 \
    syn_area_per_cell_um2 9.034 \
    yosysChipArea_mm2 0.001599 \
    tool_warnings 30 \
    ys_seq_share_pct 39.12 \
    critPathLaunchType "input pin" \
    synth_flops 30 \
    syn_area_mm2 0.001599 \
    p_switching_uw 111.5 \
    root_buffer "clkbuf_8" \
    crit_fanout 8 \
    p_int_uw 457.8 \
    postCtsSetupBuffers 0 \
    untimed_endpoints 3 \
    hp-class "flop to flop" \
    viasPerCell 4.541 \
    drive_gt1_share_pct 4.372 \
    num_vias 1267 \
    crit_required_ns 2.40 \
    final.setup.tns_ns 0 \
    layout_top_cell "dfxtp_1" \
    max_freq_ghz 0.3766 \
    ir_drop_uv 170.6 \
    cts_resized 0 \
    antenna_left 0 \
    finalSetupViolations 0 \
    r2r-start "u0.div_counter[16]" \
    cap_violations 0 \
    ff2ff_path_depth 5 \
]
## worst max-delay path by stage
stage      from  endpoint  slack, ns  cells after the start
6_report  reset        y2       0.34                      4
5_1_grt   reset        y2       0.21                      4
4_1_cts   reset        y2       0.32                      4
## flip-flops by register name, summed over array words and instances (netlist names)
name / count
u0.clk_sys: 1
u0.div_counter: 26
u2.count: 3
## cell type report
type                    count  area, µm²  share of cell area (%)
multi-input cells         128      882.1                   48.49
flip-flops and latches     30      625.6                   34.39
well taps                  96      120.1                   6.602
repair buffers             12      112.6                   6.190
clock buffers               4      45.04                   2.476
inverters                   9      33.78                   1.857
## metal layers
layer / track usage, % / wire length, µm / vias to the layer above
met5: 0 / 0 / -
met4: 0.2941 / 0 / 0
met3: 1.429 / 144 / 0
met2: 8.852 / 1311 / 21
met1: 8.131 / 1647 / 577
li1: - / - / 669
## power by group through the flow
stage                 clock network [µW]  logic (µW)  registers, µW
after global routing                 231        5.74            360
after CTS                            215        5.06            360
final                                205        4.92            360
## per-stage QoR
| step | utilization, % | area (µm²) | setup slack (ns) | hold slack (ns) | cells |
|---|---|---|---|---|---|
| 6_report | 26.34 | 1819 | 0.3449 | 0.4897 | 279 |
| 5_1_grt | 26.34 | 1819 | 0.2092 | 0.5110 | 279 |
| 4_1_cts | 26.34 | 1819 | 0.3220 | 0.4946 | 279 |
| 3_5_place_dp | 25.69 | 1774 | 0.3266 | 0.4821 | 275 |
| 3_3_place_gp | 25.69 | 1774 | 0.3739 | 0.4737 | 275 |
| 2_1_floorplan | - | 1599 | 1.017 | 0.4496 | 177 |
## synth_stat cells, drive strengths merged
master / count / area (µm²)
inv: 9 / 33.78
a21boi: 1 / 7.510
and3: 7 / 43.79
nand3: 10 / 50.05
a22oi: 12 / 95.09
clkbuf: 7 / 26.28
nor2b: 1 / 6.260
and2: 8 / 50.05
or3: 8 / 50.05
o21a: 1 / 7.510
ha: 7 / 87.58
or4bb: 1 / 11.26
xor2: 8 / 70.07
nand4: 7 / 43.79
or3b: 1 / 8.760
nand2: 8 / 30.03
o22ai: 1 / 6.260
xnor2: 3 / 26.28
dfrtp: 3 / 75.07
or4: 6 / 45.04
and4: 5 / 43.79
nor4bb: 1 / 10.01
o21ai: 8 / 40.04
dfxtp: 26 / 520.5
o2bb2a: 1 / 10.01
o31ai: 5 / 37.54
a21oi: 14 / 70.07
edfxtp: 1 / 30.03
nor4: 1 / 6.260
nor3: 2 / 10.01
buf: 3 / 37.53
o32ai: 1 / 8.760
## critical path: stages
cell	delay (ns)
clkdlybuf4s50_1	0.60
nor2b_1	0.24
and2_1	0.15
clkdlybuf4s50_1	0.46
## kinds of logic (layout without fill, tap and decap cells)
| kind of cell | after synthesis | in the layout | synth area share [%] |
|---|---|---|---|
| adders and majority gates | 7 | 7 | 5.477 |
| and+or+nand+nor | 66 | 66 | 25.59 |
| buffers and inverters | 19 | 25 | 6.103 |
| AOI/OAI and AO/OA | 44 | 44 | 17.69 |
| xor gates and xnor gates | 11 | 11 | 6.026 |
| DFF | 30 | 30 | 39.12 |
No activity file was given, so power comes from the tool's default toggle rates.
